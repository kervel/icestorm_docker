## /design/flow/constraint.sdc

```tcl
current_design single_char

set clk_period 3.8
set clk_io_pct 0.2

create_clock -name clk0 -period $clk_period [get_ports {i_clock}]

set non_clock_inputs [all_inputs -no_clocks]
set_input_delay [expr $clk_period * $clk_io_pct] -clock clk0 $non_clock_inputs
set_output_delay [expr $clk_period * $clk_io_pct] -clock clk0 [all_outputs]
```

## /design/flow/run.sh

```bash
#!/bin/bash
# OpenROAD 26Q1-2900-gdf79404cd8, Yosys 0.63+post, stock flow scripts
make -C /OpenROAD-flow-scripts/flow DESIGN_CONFIG=/design/flow/config.mk WORK_HOME=/design/flow/orfs finish
```

## /design/flow/config.mk

```make
export PLATFORM = sky130hd
export DESIGN_NAME = single_char
export DESIGN_NICKNAME = single_char
export VERILOG_FILES = /design/flow/design.v
export SDC_FILE = /design/flow/constraint.sdc
export NUM_CORES = 4
export LEC_CHECK = 1
export CORE_AREA = 10 10 77 77
export DIE_AREA = 0 0 87 87
```

## /design/flow/design.v

```verilog
module single_char(i_clock, o_data, o_act);
    input wire i_clock;
    output reg [7:0] o_data;
    output reg o_act;
    reg [15:0] state;
    initial state = 16'b0;
    always @(posedge i_clock)
        begin
            state <= state+1;
        end
    always @*
        begin
            if (state == 7)
                begin
                    o_act = 1;
                    o_data = 8'd5;
                end
            else if (state > 300)
                begin
                    o_act = 1;
                    o_data = 8'd5;
                end
            else   
                begin
                    o_act = 0;
                    o_data = 8'b0;
                end
        end
endmodule
```

==> results.json <==
{
  "status": "completed",
  "hold_depth": 1,
  "area_growth_syn_to_layout_pct": 12.4,
  "reg2reg_from": "state[3]",
  "clkTransAtPathRegs_ps": 60,
  "common_cells": "dfxtp_1 (16), xor2_1 (10), buf_4 (8)",
  "seqPwrFrac_pct": 53.2,
  "cts_buffer_depth": 2,
  "dp_hpwl_um": 974,
  "setup_violations": 0,
  "netlist.area_leader.share_pct": 39.6,
  "clock_latency_ps": 250,
  "reg.largest.list": "state (16)",
  "io_buffers": 3,
  "warnings": 26,
  "reg2reg_to": "state[15]",
  "grt_usage_pct": 3.32,
  "yosys.area.top_type": "dfxtp_1",
  "power_density_mw_per_mm2": 347,
  "synth_area_um2": 808,
  "ctsHtreeMaxLevel": 1,
  "min_to": "state[0]",
  "top_register": "state",
  "ys_types": 25,
  "routedWlPerCell_um": 9.58,
  "combPwrFrac_pct": 0.1,
  "cts_resized": 0,
  "cts_setup_buffers": 0,
  "cts_root_buf": "clkbuf_8",
  "slew_viol_final": 0,
  "hold_path_class": "reg2reg",
  "synth_cells": 80,
  "placed_area_um2": 853,
  "synth_top_cell_by_count": "dfxtp_1",
  "rrSetupSlack_ps": 2440,
  "cts_tree": "done",
  "synth-edff-count": 0,
  "ir_drop_v": 0.000123,
  "avgSynthCellArea_um2": 10.1,
  "swShare_pct": 17.7,
  "fin_crit_ps": 2740,
  "vias": 486,
  "stdcell_area_um2": 908,
  "core_area_mm2": 0.00435,
  "skew_ps": 3.43,
  "dr.pass1.iters": 3,
  "via_per_inst": 3.63,
  "hp-start": "state[0]",
  "start_kind": "flop",
  "fp-row-count": 24,
  "cellLeakagePower_nw": 0.379,
  "max_clock_freq_ghz": 0.364,
  "end_kind": "output pin",
  "rr_worst_depth": 4,
  "critical_path_class": "reg2out",
  "ys_cells": 80,
  "yosys_warnings": 1,
  "final_layout_size_suffix_gt1_share_pct": 18.3,
  "p_clk_share_pct": 46.7,
  "ys.flop_type": "dfxtp_1",
  "crit_fanout": 4,
  "cts_sinks": 16,
  "grt_pass1_vias": 477,
  "power.total_w": 0.000315,
  "initCoreUtil_pct": 18.6,
  "yosys_area_um2": 808,
  "largest_reg_flops": 16,
  "num_antenna_cells": 0,
  "grt_max_degree": 10,
  "chipArea_mm2": 0.00757,
  "cap_viol_max_count": 0,
  "drtAntennaViolNets": 0,
  "area_leaders": "dfxtp_1 (40%), xor2_1 (11%), buf_4 (7.4%)",
  "dieWidth_um": 87,
  "final.fill_count": 455,
  "die_y_um": 87,
  "antenna_found_initial": 0,
  "worstPathRequired_ps": 3040,
  "grt_remaining_overflow": 0,
  "ys_seq_elements": 16,
  "synthArstFlopShare_pct": 0,
  "first_iter_violations": 38,
  "ios": 10,
  "p_sw_w": 0.0000559,
  "drcViolationCount": 0,
  "drt_wl_total_mm": 1.28,
  "cts_made_buffers": 3,
  "tns_ps": 0,
  "grt_pass1_wl_mm": 2.08,
  "internal-power_w": 0.000259,
  "hold_viol_final": 0,
  "gp_congestion": 0.751,
  "rsz0062_at_grt": "no",
  "cts_hold_buf": 0,
  "synth_seq_share_pct": 39.6,
  "period_used_pct": 72.2,
  "arrival_ps": 1980
}
metal layers:
metal / wire (µm) / GRT usage, % / vias to the layer above
li1: - / - / 257
met2: 498 / 4.46 / 10
met1: 671 / 4.76 / 217
met4: 10 / 0.295 / 0
met5: 0 / 0 / -
met3: 104 / 1.70 / 2
cells by family (layout without fill, tap and decap cells):
kind of cell / count (synthesis) / after routing / share of synthesized area (%)
AOI/OAI and AO/OA: 2 / 2 / 1.55
xor gates and xnor gates: 14 / 14 / 15.2
adders and majority gates: 2 / 2 / 3.10
buffers and inverters: 12 / 9 / 9.44
DFF: 16 / 16 / 39.6
other: 1 / 6 / 0.464
and+or+nand+nor: 33 / 33 / 30.7
cell type report:
class / instances / area (µm²) / area share [%]
multi-input combinational: 57 / 430 / 47.4
sequential: 16 / 320 / 35.3
tap: 52 / 65.1 / 7.16
clock buffer: 4 / 55.1 / 6.06
timing repair buffer: 3 / 30.0 / 3.31
inverter: 2 / 7.51 / 0.826
through the flow:
step           hold slack [ps]  std cells  setup slack, ps  util, %
2_1_floorplan              405         85             1790        -
3_3_place_gp               414        130             1430     19.6
3_5_place_dp               437        130             1290     19.6
4_1_cts                    454        134             1020     20.9
5_1_grt                    473        134              877     20.9
6_report                   456        134             1060     20.9
cell usage in the layout, fill, tap and decap left out, types with 3 or more instances in the layout:
| master | count |
|---|---|
| dfxtp_1 | 16 |
| xor2_1 | 10 |
| nor2_1 | 7 |
| nand2_1 | 6 |
| conb_1 | 6 |
| xnor2_1 | 4 |
| clkbuf_8 | 4 |
| nand3_2 | 3 |
| nand3_1 | 3 |
| clkdlybuf4s50_1 | 3 |
worst max-delay path, cell delays in order, from the launching register on:
cell             delay [ps]
dfxtp_1                 340
or4_1                   520
nor4_1                  220
nand4_1                 200
clkdlybuf4s50_1         450
power groups by stage:
stage	combinational, W	clock, W	sequential (W)
global route	0.000000809	0.000156	0.000168
CTS	0.000000582	0.000150	0.000168
finish	0.000000303	0.000147	0.000168
worst max-delay path by stage:
stage,start,endpoint,cells past startpoint
final,state[13],o_data[2],4
after CTS,state[13],o_data[2],4
after global routing,state[13],o_data[2],4
Power is estimated from default activity; no workload was simulated.
