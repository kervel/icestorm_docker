### run.sh
#!/bin/bash
# OpenROAD 26Q1-2900-gdf79404cd8, Yosys 0.63+post, stock flow scripts
make -C /OpenROAD-flow-scripts/flow DESIGN_CONFIG=/design/flow/config.mk WORK_HOME=/design/flow/orfs finish
### config.mk
export PLATFORM = sky130hd
export DESIGN_NAME = uart_tx
export DESIGN_NICKNAME = uart_tx
export VERILOG_FILES = /design/flow/design.v
export SDC_FILE = /design/flow/constraint.sdc
export NUM_CORES = 4
export LEC_CHECK = 1
export CORE_AREA = 10 10 89 89
export DIE_AREA = 0 0 99 99
### constraint.sdc
current_design uart_tx

set clk_period 2.6
set clk_io_pct 0.2

create_clock -name clk0 -period $clk_period [get_ports {i_clock}]

set non_clock_inputs [all_inputs -no_clocks]
set_input_delay [expr $clk_period * $clk_io_pct] -clock clk0 $non_clock_inputs
set_output_delay [expr $clk_period * $clk_io_pct] -clock clk0 [all_outputs]
### design.v
`default_nettype none
module uart_tx(i_clock, i_data, i_act, o_signal, o_busy);
    input wire   [7:0] i_data;
    input  wire  i_act;
    output  wire o_signal;
    input  wire  i_clock;
    output  reg o_busy;
    reg [8:0] shift_register;
    reg [3:0] state_register;
    parameter BAUDRATE = 57600;
    parameter HZ = 100_000_000;
    localparam DIVIDER = HZ / BAUDRATE;
    localparam COUNTER_WIDTH = $clog2(DIVIDER);
    localparam divider_b = DIVIDER[COUNTER_WIDTH:0];
    reg [COUNTER_WIDTH:0] counter;
    initial o_busy = 0;
    initial shift_register = 9'hFF;
    initial state_register = 4'b0;
    initial counter = 0;
    assign o_signal = shift_register[0];
    always @(posedge i_clock)
    begin
      if (i_act && !o_busy)
            begin
                shift_register[8:1] <= i_data;
                shift_register[0] <= 0;
                o_busy <= 1;
                counter <= 0;
            end
      else
        if (counter >= divider_b - 1)
        begin
            counter <= 0;
            if (o_busy && state_register < 4'd8)
                    begin
                        state_register <= state_register + 1;
                        shift_register[7:0] <= shift_register[8:1];
                    end
            else if (o_busy && state_register == 4'd8)
                    begin
                        shift_register[0] <= 1;
                        state_register <= state_register + 1; 
                    end
            else
                    begin
                    o_busy <= 0;
                    state_register <= 0;
                    shift_register[0] <= 1;
                    end
        end
        else
            begin
                counter <= counter + 1;
            end
    end
endmodule
==> flow_metrics.py <==
# Flow results
metrics = {
    "outcome": {
        "status": "finished clean",
    },
    "placed_design": {
        "hpwl_um": 1606,
        "gp_congestion": 0.6953,
        "pre_cts_ws_ns": 0.4827,
        "portBuffers": 11,
        "detailed_place.area_um2": 1454,
    },
    "clock_network": {
        "htreeDepth": 1,
        "cts_sinks": 26,
        "cts_buffer_depth": 2,
        "holdBufCountCts": 0,
        "postCtsSetupBuffers": 0,
        "cts_buffers": 3,
        "clkTransAtPathRegs_ns": 0.09,
        "cts_tree": "built",
        "clock_latency_ns": 0.26,
        "root_buffer": "clkbuf_8",
        "cts_resized": 0,
    },
    "run": {
        "warning_count": 26,
        "drv_cap": 0,
    },
    "logic_synthesis": {
        "yosys_warnings": 1,
        "syn_area_um2": 1236,
        "area_leaders": "edfxtp_1 (29%), dfxtp_1 (23%), mux2_2 (6.4%), a211oi_2 (6.1%), ha_1 (3.0%)",
        "top_area_share_pct": 29.15,
        "synth-edff-count": 12,
        "yosys-stat-cells": 106,
        "synth_cell_types": 37,
        "synth_area_per_cell_um2": 11.66,
        "ys_seq_share_pct": 51.82,
        "ys.flops": 26,
        "async_flop_share_pct": 0,
        "synthCells": 106,
        "yosysChipArea_um2": 1236,
        "ys.flop_type": "dfxtp_1",
        "yosysTopAreaCell": "edfxtp_1",
    },
    "critical_path": {
        "cp-startpoint": "counter[0]",
        "start_kind": "flip-flop",
        "cp_data_required_time_ns": 2.55,
        "cp_max_fo": 7,
        "crit-reg2reg-launch": "counter[0]",
        "end_kind": "flip-flop",
        "criticalPathCategory": "reg2reg",
        "crit_arrival_ns": 1.93,
    },
    "sta": {
        "fmax_mhz": 506.1,
        "setup_slack_ns": 0.6239,
        "hold_violations": 0,
        "slew_headroom_pct": 60.43,
        "rsz0062_at_grt": "no",
        "slew_violations": 0,
        "final.period_utilization_pct": 76.00,
        "setup_violations": 0,
        "tns_ns": 0,
        "period_minus_slack_ns": 1.976,
        "worstMarginPinSlew_ns": 0.5881,
        "finClkSkew_ns": 0.002653,
    },
    "hold_path": {
        "timing.hold.worst.class": "reg2reg",
        "worstHoldStart": "counter[0]",
    },
    "layout": {
        "synthToLayoutAreaGrowth_pct": 23.38,
        "drive_gt1_share_pct": 22.31,
        "finalInstanceArea_um2": 1525,
    },
    "die": {
        "die_h_um": 99,
        "die_area_um2": 9801,
        "fp-utilization_pct": 20.63,
        "core_um2": 5991,
        "placementRows": 28,
        "ioPinCount": 12,
        "fp.dieW_um": 99,
    },
    "drt": {
        "drt-pass1-iter-count": 4,
        "vias": 837,
        "antenna_left": 0,
        "viasPerCell": 4.270,
        "routed_wl_um": 2137,
        "routedWlPerCell_um": 10.90,
        "num_antenna_cells": 0,
        "drt_iter0_markers": 42,
        "drcViolationCount": 0,
    },
    "grt": {
        "gr-usage-all-layers_pct": 4.474,
        "antenna_found_initial": 0,
        "grt_max_degree": 16,
        "grt_pass1_vias": 820,
        "grt.overflow.total": 0,
        "grt_first_pass_wirelength_um": 3822,
    },
    "pwr": {
        "cellPowerDensity_nw_per_um2": 738.4,
        "vdd_drop_max_mv": 0.3085,
        "p_leak_nw": 0.5236,
    },
}
-- cells in the mapped netlist (2+ instances only) --
cell type,count
a211oi_1,2
a211oi_2,6
a21oi_1,4
and3_1,2
dfxtp_1,14
edfxtp_1,12
ha_1,3
inv_1,7
mux2_2,7
nand2_1,4
nand2b_1,2
nand3_1,4
nand4_1,3
nor2_1,2
nor3_2,3
o21ai_0,3
o31ai_1,3
or3_1,4
or4_1,2
xor2_1,2
-- path summary, 6_finish.rpt --
kind / cells past startpoint / slack (ns) / endpoint
setup / recovery: 4 / 0.62 / shift_register[3]
hold / removal: 1 / 0.46 / counter[0]
setup reg to reg: 4 / 0.62 / shift_register[3]
hold reg to reg: 1 / 0.46 / counter[0]
-- sequential cells by signal, summed over array words and instances (netlist names) --
register        count
counter            12
state_register      4
o_busy              1
shift_register      9
-- metrics by stage --
| step | total power, mW | hold WS, ns | cells | util (%) |
|---|---|---|---|---|
| after global routing | 1.205 | 0.4944 | 196 | 25.46 |
| final | 1.126 | 0.4639 | 196 | 25.46 |
| after detailed placement | 0.8104 | 0.4569 | 192 | 24.27 |
| after CTS | 1.141 | 0.4702 | 196 | 25.46 |
| after floorplan | 0.7234 | 0.4309 | 106 | - |
| after global placement | 0.8063 | 0.4503 | 192 | 24.27 |
-- routing by layer --
layer	part of all wire (%)	GRT usage, %	vias to the layer above
li1	-	-	436
met1	52	6.783	382
met2	40	6.263	15
met3	4.5	0.9161	4
met4	3.1	1.213	0
met5	0	0	-
-- final cells by class --
class                           instances  area, um2
Timing Repair Buffer                   14      132.6
Inverter                                7      26.28
Sequential cell                        26      640.6
Clock inverter                          1      30.03
Multi-Input combinational cell         70      560.5
Fill cell                             629       4466
Tap cell                               75      93.84
Clock buffer                            3      41.29
-- cells in the final DEF, fill, tap and decap left out, drive strengths merged, types with 2 or more instances in the layout --
master,n
edfxtp,12
inv,7
nand4,3
nor2,2
buf,3
nor3,4
ha,3
dfxtp,14
or3,4
a211oi,8
nand2,4
o31ai,3
or4,3
mux2,7
xor2,2
nand2b,2
o21ai,3
nand3,5
clkdlybuf4s50,11
and3,2
clkbuf,3
a21oi,4
-- power breakdown --
group	switching (mW)	internal (mW)
logic	0.111	0.119
registers	0.0661	0.503
clock network	0.121	0.206
total	0.298	0.828
-- cell families after synthesis --
group                    after synthesis  share of synthesized area (%)
buffers and inverters                 10                          3.441
AND/OR/NAND/NOR                       33                          17.51
multiplexers                           7                          6.377
AND-OR/OR-AND                         23                          15.38
flip-flops                            26                          51.82
XOR/XNOR                               3                          2.126
adder cells (fa/ha/maj)                3                          3.037
other                                  1                         0.3034
-- worst max-delay path, stage by stage (launching register included) --
cell and delay [ns]:
dfxtp_1 0.36, ha_1 0.25, a21oi_1 0.15, a2111oi_0 0.55, or2_1 0.35
Power is estimated from default activity; no workload was simulated.
