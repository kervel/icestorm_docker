## run.sh

```bash
#!/bin/bash
# OpenROAD 26Q1-2900-gdf79404cd8, Yosys 0.63+post, stock flow scripts
make -C /OpenROAD-flow-scripts/flow DESIGN_CONFIG=/design/flow/config.mk WORK_HOME=/design/flow/orfs finish
```

## config.mk

```make
export PLATFORM = sky130hd
export DESIGN_NAME = helloworld_rom
export DESIGN_NICKNAME = helloworld_rom
export VERILOG_FILES = /design/flow/design.v
export SDC_FILE = /design/flow/constraint.sdc
export NUM_CORES = 4
export LEC_CHECK = 1
export CORE_AREA = 10 10 70 70
export DIE_AREA = 0 0 80 80
```

## constraint.sdc

```tcl
current_design helloworld_rom

set clk_period 1.9
set clk_io_pct 0.2

create_clock -name clk0 -period $clk_period [get_ports {i_clock}]

set non_clock_inputs [all_inputs -no_clocks]
set_input_delay [expr $clk_period * $clk_io_pct] -clock clk0 $non_clock_inputs
set_output_delay [expr $clk_period * $clk_io_pct] -clock clk0 [all_outputs]
```

## design.v

```verilog
`default_nettype none
module helloworld_rom(i_clock, i_next, o_act,  o_data);
    input wire i_clock;
    input wire i_next;
    output reg o_act;
    wire[7:0] data;
    output wire [7:0] o_data;
    integer cnt;
    integer j;
    localparam val = "Hello world";
    reg [6:0] idx;
    reg [7:0] romcontents[0:100];
    reg booted;
    initial idx = 0;
    initial
        begin
            booted = 0;
            for (cnt=0; cnt<11; cnt=cnt+1) begin
                j = 10-cnt;
                romcontents[cnt] = val[(j*8)+: 8];
            end
        end
    assign data = romcontents[idx];
    assign o_data = o_act ? data : 8'b00000000;
    always @(posedge i_clock)
        begin
            booted <= 1;
            if (i_next)
                begin
                    o_act <= 1;
                    if (data == 8'b00000000)
                        begin
                            idx <= 0;
                        end
                    else
                        if (booted) 
                            idx <= idx + 1;
                end
            else
                o_act <= 0;
        end
endmodule
```

==> metrics.csv <==
metric;value;unit
outcome;finished with violations;
failed_checks;setup timing;
initCoreUtil;13.2;%
detail_route.wirelength.met1;511;um
drt-vias-per-instance;3.25;
timing.reg2reg.setup_slack;520;ps
yosys-stat-cells;45;
synth-adder-area-share;16.7;%
n_antenna_cell;0;
synthesis.instances;45;
fin_cells;115;
synth.avg_cell_area;10.0;um2
synthMuxAreaShare;3.33;%
final_min_period_over_clock_period;103;%
final_common_cell;sky130_fd_sc_hd__buf_4;
wl_met3;102;um
drv_cap;0;
max_freq;0.511;GHz
worst_ep_required_time;1520;ps
portBuffers;9;
post_synth_main_logic_family;simple AND/OR/NAND/NOR gates;
met2WireLength;447;um
detail_route.wl_per_cell;9.22;um
grt.total_usage;3.42;%
yosys.area_share.xor_xnor;3.89;%
grt_pass1_vias;361;
final_max_tran_viols;0;
seqCellArea;160;um2
grt_remaining_overflow;0;
critical_path_arrival;1580;ps
timing.final.crit_period;1960;ps
fin_worst_skew;2.90;ps
topCellsByArea;sky130_fd_sc_hd__edfxtp_1 (27%), sky130_fd_sc_hd__ha_1 (17%), sky130_fd_sc_hd__dfxtp_1 (8.9%);
chip_area;6400;um2
top_signal_layer_used;met3;
place_inst;106;
drt-initial-drc-count;7;
utilization;22.1;%
rows;21;
detailroute.via_count;374;
rr_worst_depth;5;
cellPowerDensity;464;nW/um2
wire_length_of_the_first_global_routing_pass;1770;um
final_setup_violating_endpoints;2;
yosysSeqAreaShare;35.6;%
synth_cell_type_count;25;
n_fill_cell;357;
drcViolationCount;0;
setup_ws;-57.8;ps
detailed_place_hpwl;740;um
postRouteWirelength;1060;um
synth.yosys.warnings;1;
post-synth-top-area-cell;sky130_fd_sc_hd__edfxtp_1;
hold_depth;1;
antenna_found_initial;0;
source_to_sink_clock_delay_at_the_later_pin_of_the_worst_skew_pair;240;ps
num_io_pins;11;
stage_log_warning_count;32;
tritoncts.num_buffers;3;
yosys.area_share.simple;16.9;%
grt_start_max_net_pins;7;
total_leakage_power;0.342;nW
drt-pass1-iter-count;2;
place_congestion;0.832;
tritoncts;built;
worst_setup_path_end_kind;output pin;
aoi_share;11.1;%
clock-sinks;6;
rsz0062_at_grt;true;
syn-cell-area;450;um2
detailedPlace.worstSlack;-119;ps
clkSlewWorstSetupHoldPaths;40;ps
design.core.area;3420;um2
final.hold.worst_slack;607;ps
cts_buffer_depth;2;
top_cell_area_share;26.7;%
startpoint_class_of_the_critical_path;flip-flop;
clock-root-buffer;sky130_fd_sc_hd__clkbuf_4;
peak_supply_drop;180;uV
final_layout_size_suffix_gt1_share;53.6;%
commonest_cells_after_routing_fill_and_taps_aside;sky130_fd_sc_hd__buf_4 (14), sky130_fd_sc_hd__edfxtp_1 (4);
ctsHtreeMaxLevel;1;
logic_area;297;um2
detail-route-antenna-nets;0;
die_y;80;um
postCtsHoldBufs;0;
path_max_fanout;3;
synth-seq-cells;6;
yosys_area;450;um2
report.power.total;0.350;mW
critPathKind;flip-flop to output pin;
chipWidth;80;um
hold_class;input pin to flip-flop;
hold_viol;0;
area_delta_synth_final;67.8;%
-- timing repair --
item / 4_1_cts / 5_1_grt
buffers inserted: 4 / 2
endpoints found under the setup margin: 7 / 6
gates resized: 19 / 11
pin swaps: 5 / 3
-- per-stage QoR --
step / TNS, ps / instance area, um2
floorplan: 0 / 450
detailed placement: -235 / 643
global placement: -214 / 643
CTS: -288 / 713
global route: -251 / 756
finish: -61.5 / 756
-- per-layer routing --
metal | vias up | global-route usage (%)
met2 | 10 | 4.90
met1 | 172 | 4.25
met4 | 0 | 0.352
met3 | 0 | 2.39
met5 | - | 0
li1 | 192 | -
-- cells in the mapped netlist (all sizes together) --
master / number
ha: 6
inv: 5
edfxtp: 4
a21oi: 3
buf: 3
a211oi: 2
conb: 2
dfxtp: 2
nand2: 2
nand2b: 2
nand3: 2
nor2: 2
a31oi: 1
and2: 1
and3b: 1
clkbuf: 1
mux2: 1
nand3b: 1
o21ai: 1
or3b: 1
xnor2: 1
xor2: 1
-- layout make-up --
class	instances	area share (%)
Inverter	5	2.81
Sequential cell	6	21.2
Timing Repair Buffer	25	26.2
Clock buffer	3	2.98
Multi-Input combinational cell	30	39.2
Tap cell	46	7.62
-- path summary, 6_finish.rpt --
kind | endpoint | start
worst min register to register | idx[1] | booted
worst min-delay path | o_act | i_next
worst max register to register | idx[2] | idx[0]
worst max-delay path | o_data[3] | idx[0]
-- worst max-delay path: stages (launching register included) --
cell and delay, ps:
sky130_fd_sc_hd__edfxtp_1 390, sky130_fd_sc_hd__buf_6 150, sky130_fd_sc_hd__inv_4 50, sky130_fd_sc_hd__buf_6 90, sky130_fd_sc_hd__ha_4 190, sky130_fd_sc_hd__mux2_4 250
sky130_fd_sc_hd__o21ai_2 100, sky130_fd_sc_hd__buf_2 100
-- flip-flops by register name, indices dropped and copies added, names as in the netlist --
name,count
booted,1
idx,4
o_act,1
-- power breakdown --
| group | leakage, nW | internal [mW] | switching (mW) | total, mW |
|---|---|---|---|---|
| Sequential | 0.0544 | 0.148 | 0.00633 | 0.154 |
| Combinational | 0.274 | 0.0484 | 0.0320 | 0.0803 |
| Clock | 0.0138 | 0.0714 | 0.0449 | 0.116 |
| Total | 0.342 | 0.267 | 0.0833 | 0.350 |
-- cells by family (layout without fill, tap and decap cells) --
logic type      count (synthesis)  in the layout
compound gates                  7              7
xor+xnor                        2              2
fa+ha+maj                       6              6
buf+inv                         9             33
flops                           6              6
mux                             1              1
other cells                     2              2
simple gates                   12             12
Power and IR drop assume default switching activity.
